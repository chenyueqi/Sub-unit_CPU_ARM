==> /design/flow/config.mk <==
export PLATFORM = sky130hd
export DESIGN_NAME = register_arm
export DESIGN_NICKNAME = register_arm
export VERILOG_FILES = /design/flow/design.v
export SDC_FILE = /design/flow/constraint.sdc
export NUM_CORES = 4
export LEC_CHECK = 1
export CORE_UTILIZATION = 50
==> /design/flow/constraint.sdc <==
current_design register_arm

set clk_period 55.2
set clk_io_pct 0.2

create_clock -name clk0 -period $clk_period [get_ports {clk}]

set non_clock_inputs [all_inputs -no_clocks]
set_input_delay [expr $clk_period * $clk_io_pct] -clock clk0 $non_clock_inputs
set_output_delay [expr $clk_period * $clk_io_pct] -clock clk0 [all_outputs]
==> /design/flow/design.v <==
`timescale 1ns / 1ps
module register_arm
#(
parameter DATA_WIDTH = 32,
parameter ADDR_WIDTH = 4,
parameter USE = 5'b10000,
parameter FIQ = 5'b10001,
parameter IRQ = 5'b10010,
parameter SVC = 5'b10011,
parameter ABT = 5'b10111,
parameter UND = 5'b11011,
parameter SYS = 5'b11111
)
(
    input [(ADDR_WIDTH -1):0] Rn_r_addr , Rm_r_addr , Rs_r_addr , Rd_r_addr ,Rn_w_addr , Rd_w_addr,
    input [(DATA_WIDTH -1):0] Rd_in , Rn_in , PC_in , CPSR_in , SPSR_in,
    input CPSR_write_en , SPSR_write_en,
    input [3:0] CPSR_byte_w_en , SPSR_byte_w_en,
    input [3:0] Rd_byte_w_en , Rn_byte_w_en,
    input clk,
    input Rst,
    output [(DATA_WIDTH -1):0] Rn_out,Rm_out , Rs_out , Rd_out , Pc_out , CPSR_out , SPSR_out,
    output [4:0] Mode_out,
    output [2:0] mode
);
    reg [(DATA_WIDTH -1):0] unbanked_register[7:0]; 
    reg [(DATA_WIDTH -1):0] banked_register[4:0][1:0]; 
    reg [(DATA_WIDTH -1):0] R13[5:0]; 
    reg [(DATA_WIDTH -1):0] R14[5:0]; 
    reg [(DATA_WIDTH -1):0] R15; 
    reg [(DATA_WIDTH -1):0] CPSR[5:0]; 
    reg [2:0]mode_num;
    reg rst_assert;
    integer i ;
    initial 
    begin 
        for(i = 0 ; i < 8 ; i = i + 1) 
            unbanked_register[i]=0;
        for(i = 0 ; i < 5 ; i = i + 1) 
        begin
            banked_register[i][0] = 0;
            banked_register[i][1] = 0;
        end
        for(i = 0 ; i < 6 ;i = i + 1) 
        begin
            R13[i] = 0;
            R14[i] = 0;
            CPSR[i] = 0;
        end
        R15 = 0; 
        CPSR[5] = 32'b00010000;
    end
    always @(negedge clk , negedge Rst)
    begin
	    if(Rst == 1'b0) begin 
		    rst_assert <= 1'b1;
	    end
	    else begin
		    if(rst_assert == 1'b1) begin
			    if(Rst == 1'b1) begin 
				    CPSR[5][7:0] <= 8'b11010011;
				    rst_assert <= 1'b0;
				    R15 <= 32'h0;
			    end
		    end
		    else begin
            R15 = PC_in;
            mode_num = (CPSR[5][4:0] == USE) ? 5 :
                (CPSR[5][4:0] == FIQ) ? 4 :
                (CPSR[5][4:0] == SVC) ? 3 :
                (CPSR[5][4:0] == ABT) ? 2 :
                (CPSR[5][4:0] == IRQ) ? 1 :
                (CPSR[5][4:0] == UND) ? 0 : 5;	
            if(Rn_w_addr < 8)
            begin
                if(Rn_byte_w_en[3] == 0) unbanked_register[Rn_w_addr][31:24] <= Rn_in[31:24];
                if(Rn_byte_w_en[2] == 0) unbanked_register[Rn_w_addr][23:16] <= Rn_in[23:16];
                if(Rn_byte_w_en[1] == 0) unbanked_register[Rn_w_addr][15:8] <= Rn_in[15:8];
                if(Rn_byte_w_en[0] == 0) unbanked_register[Rn_w_addr][7:0] <= Rn_in[7:0];
            end
            else if(Rn_w_addr <13)
            begin
                if(Rn_byte_w_en[3] == 0)
                begin
                            case(mode_num)
                                    4:banked_register[Rn_w_addr - 8][0][31:24] <= Rn_in[31:24]; 
                                    default:banked_register[Rn_w_addr - 8][1][31:24] <= Rn_in[31:24];
                            endcase
                end
                if(Rn_byte_w_en[2] == 0)
                begin
                            case(mode_num)
                                    4:banked_register[Rn_w_addr - 8][0][23:16] <= Rn_in[23:16]; 
                                    default:banked_register[Rn_w_addr - 8][1][23:16] <= Rn_in[23:16];
                            endcase
                end
                if(Rn_byte_w_en[1] == 0)
                begin
                            case(mode_num)
                                    4:banked_register[Rn_w_addr - 8][0][15:8] <= Rn_in[15:8]; 
                                    default:banked_register[Rn_w_addr - 8][1][15:8] <= Rn_in[15:8];
                            endcase
                end
                if(Rn_byte_w_en[0] == 0)
                begin
                            case(mode_num)
                                    4:banked_register[Rn_w_addr - 8][0][7:0] <= Rn_in[7:0]; 
                                    default:banked_register[Rn_w_addr - 8][1][7:0] <= Rn_in[7:0];
                            endcase
                end
            end
            else if(Rn_w_addr == 13)
            begin
                if(Rn_byte_w_en[3] == 0) R13[mode_num][31:24] <= Rn_in[31:24];	
                if(Rn_byte_w_en[2] == 0) R13[mode_num][23:16] <= Rn_in[23:16];	
                if(Rn_byte_w_en[1] == 0) R13[mode_num][15:8] <= Rn_in[15:8];	
                if(Rn_byte_w_en[0] == 0) R13[mode_num][7:0] <= Rn_in[7:0];	
            end
            else if(Rn_w_addr == 14)
            begin
                if(Rn_byte_w_en[3] == 0) R14[mode_num][31:24] <= Rn_in[31:24];	
                if(Rn_byte_w_en[2] == 0) R14[mode_num][23:16] <= Rn_in[23:16];	
                if(Rn_byte_w_en[1] == 0) R14[mode_num][15:8] <= Rn_in[15:8];	
                if(Rn_byte_w_en[0] == 0) R14[mode_num][7:0] <= Rn_in[7:0];	
            end
            if(Rd_w_addr < 8)
            begin
                if(Rd_byte_w_en[3] == 0) unbanked_register[Rd_w_addr][31:24] <= Rd_in[31:24];
                if(Rd_byte_w_en[2] == 0) unbanked_register[Rd_w_addr][23:16] <= Rd_in[23:16];
                if(Rd_byte_w_en[1] == 0) unbanked_register[Rd_w_addr][15:8] <= Rd_in[15:8];
                if(Rd_byte_w_en[0] == 0) unbanked_register[Rd_w_addr][7:0] <= Rd_in[7:0];
            end
            else if(Rd_w_addr <13)
            begin
                if(Rd_byte_w_en[3] == 0)
                begin
                            case(mode_num)
                                    4:banked_register[Rd_w_addr - 8][0][31:24] <= Rd_in[31:24]; 
                                    default:banked_register[Rd_w_addr - 8][1][31:24] <= Rd_in[31:24];
                            endcase
                end
                if(Rd_byte_w_en[2] == 0)
                begin
                            case(mode_num)
                                    4:banked_register[Rd_w_addr - 8][0][23:16] <= Rd_in[23:16]; 
                                    default:banked_register[Rd_w_addr - 8][1][23:16] <= Rd_in[23:16];
                            endcase
                end
                if(Rd_byte_w_en[1] == 0)
                begin
                            case(mode_num)
                                    4:banked_register[Rd_w_addr - 8][0][15:8] <= Rd_in[15:8]; 
                                    default:banked_register[Rd_w_addr - 8][1][15:8] <= Rd_in[15:8];
                            endcase
                end
                if(Rd_byte_w_en[0] == 0)
                begin
                            case(mode_num)
                                    4:banked_register[Rd_w_addr - 8][0][7:0] <= Rd_in[7:0]; 
                                    default:banked_register[Rd_w_addr - 8][1][7:0] <= Rd_in[7:0];
                            endcase
                end
            end
            else if(Rd_w_addr == 13)
            begin
                if(Rd_byte_w_en[3] == 0) R13[mode_num][31:24] <= Rd_in[31:24];	
                if(Rd_byte_w_en[2] == 0) R13[mode_num][23:16] <= Rd_in[23:16];	
                if(Rd_byte_w_en[1] == 0) R13[mode_num][15:8] <= Rd_in[15:8];	
                if(Rd_byte_w_en[0] == 0) R13[mode_num][7:0] <= Rd_in[7:0];	
            end
            else if(Rd_w_addr == 14)
            begin
                if(Rd_byte_w_en[3] == 0) R14[mode_num][31:24] <= Rd_in[31:24];	
                if(Rd_byte_w_en[2] == 0) R14[mode_num][23:16] <= Rd_in[23:16];	
                if(Rd_byte_w_en[1] == 0) R14[mode_num][15:8] <= Rd_in[15:8];	
                if(Rd_byte_w_en[0] == 0) R14[mode_num][7:0] <= Rd_in[7:0];	
            end
                 if(CPSR_write_en == 0)
                 begin
                     if(CPSR_byte_w_en[3] == 0) CPSR[5][31:24] <= CPSR_in[31:24];
                     if(CPSR_byte_w_en[2] == 0) CPSR[5][23:16] <= CPSR_in[23:16];
                     if(CPSR_byte_w_en[1] == 0) CPSR[5][15:8] <= CPSR_in[15:8];
                     if(CPSR_byte_w_en[0] == 0) CPSR[5][7:0] <= CPSR_in[7:0];
                 end
                if((SPSR_write_en) == 0 && (mode_num != 5))
                begin
                    if(SPSR_byte_w_en[3] == 0) CPSR[mode_num][31:24] <= SPSR_in[31:24];
                    if(SPSR_byte_w_en[2] == 0) CPSR[mode_num][23:16] <= SPSR_in[23:16];
                    if(SPSR_byte_w_en[1] == 0) CPSR[mode_num][15:8] <= SPSR_in[15:8];
                    if(SPSR_byte_w_en[0] == 0) CPSR[mode_num][7:0] <= SPSR_in[7:0];
                end
		end
		end
      end
       assign Rn_out = (Rn_r_addr < 8) ? unbanked_register[Rn_r_addr] :
                       ((Rn_r_addr < 13) &&(Rn_r_addr > 7) && mode_num == 4) ? banked_register[Rn_r_addr - 8][0] :
                       ((Rn_r_addr < 13) &&(Rn_r_addr > 7) && mode_num != 4) ? banked_register[Rn_r_addr - 8][1] :
                       (Rn_r_addr == 13) ? R13[mode_num]:R14[mode_num];
       assign Rs_out = (Rs_r_addr < 8) ? unbanked_register[Rs_r_addr] :
                       ((Rs_r_addr < 13) &&(Rs_r_addr > 7) && mode_num == 4) ? banked_register[Rs_r_addr - 8][0] :
                       ((Rs_r_addr < 13) &&(Rs_r_addr > 7) && mode_num != 4) ? banked_register[Rs_r_addr - 8][1] :
                       (Rs_r_addr == 13) ? R13[mode_num]:R14[mode_num];
       assign Rm_out = (Rm_r_addr < 8) ? unbanked_register[Rm_r_addr] :
                       ((Rm_r_addr < 13) &&(Rm_r_addr > 7) && mode_num == 4) ? banked_register[Rm_r_addr - 8][0] :
                       ((Rm_r_addr < 13) &&(Rm_r_addr > 7) && mode_num != 4) ? banked_register[Rm_r_addr - 8][1] :
                       (Rm_r_addr == 13) ? R13[mode_num]:R14[mode_num];
       assign Rd_out = (Rd_r_addr < 8) ? unbanked_register[Rd_r_addr] :
                       ((Rd_r_addr < 13) &&(Rd_r_addr > 7) && mode_num == 4) ? banked_register[Rd_r_addr - 8][0] :
                       ((Rd_r_addr < 13) &&(Rd_r_addr > 7) && mode_num != 4) ? banked_register[Rd_r_addr - 8][1] :
                       (Rd_r_addr == 13) ? R13[mode_num]:R14[mode_num];
    assign Pc_out = R15;
    assign CPSR_out = CPSR[5];
    assign SPSR_out = CPSR[mode_num];
    assign Mode_out = CPSR[5][4:0];
    assign mode = mode_num;
endmodule
==> /design/flow/run.sh <==
#!/bin/bash
# OpenROAD 26Q1-2900-gdf79404cd8, Yosys 0.63+post, stock flow scripts
make -C /OpenROAD-flow-scripts/flow DESIGN_CONFIG=/design/flow/config.mk WORK_HOME=/design/flow/orfs finish
==> notes.md <==
Results of the implementation run.

In this run the post-CTS setup repair buffer count came out at 0. The first error in the log reads "[ERROR GRT-0116] Global routing finished with congestion. Check the congestion regions in the DRC Viewer". The yosys stat cell total came out at 9477. Clock tree synthesis selected as its root buffer the cell clkbuf_16. The global router's overall resource usage is 84.8%.

The flow stopped in global routing (5_1_grt). The synthesized instance count is 9477. The routability congestion estimate came out at 1.21. The area fraction of the largest cell type after synthesis is 41.2%. The number of rows in the core area came out at 152. The chip height is 418 µm.

The number of H-tree levels came out at 4. The post-cts sizing count came out at 0. The share of async-settable or async-resettable flops after synthesis is 0.0842%. By area the synthesized netlist is led by edfxtp_1 41%, mux2i_1 13%, o21ai_0 6.6%.

The most frequently used flop master after synthesis is edfxtp_1. The core utilization at floorplan came out at 50.3%. The number of global-route vias before repair came out at 115000. The biggest area contributor in the post-synthesis netlist is edfxtp_1. The number of clock buffers inserted by TritonCTS came out at 146. The count of state elements after synthesis came out at 1188. The number of warnings reported in the yosys synthesis log is 6. The post-DP HPWL came out at 393000 µm. The synthesized design contains 1187 enable-type register cells. The average cell area after synthesis came out at 9.12 µm². Hold repair after CTS inserted 0 buffers. The synthesized chip area reported by yosys is 0.0864 mm². Before any placement, the netlist area is recorded as 0.0864 mm². After synthesis, the netlist uses 85 different library cells. The maximum root-to-sink buffer count came out at 3.

Entering global routing, the biggest net connects 138 pins. The worst slack at placement is 10.83 ns. The die span in x came out at 418 µm. The port buffer count is 435. The flow did not finish. The first global-routing pass estimated 966000 µm of wire. Summed over all layers, the global routing overflow is 2069.

436 I/O pins were placed. The total placed cells including tap cells is 11800. Of the synthesized area, sequential elements account for 41.3%. The count of clock tree sinks came out at 1188.
==> per-layer routing <==
layer  overflow  GRT usage [%]
met5         43           60.7
met4        320           72.3
met3        535           80.2
met2        676           93.3
met1        495           87.9
==> synth_stat cells, types with 94 or more instances <==
cell and count:
a21oi_1 669, a221oi_1 185, a22o_1 114, a22oi_1 151, buf_1 108, buf_2 111
clkbuf_1 772, edfxtp_1 1187, mux2_2 151, mux2i_1 1123, nand2_1 1169, nand2b_1 94
nor2_1 682, nor2b_1 125, o211ai_1 122, o21ai_0 1137, o221ai_1 96, o22ai_1 241
==> metrics by stage <==
| stage | total power [mW] | hold slack, ns | area [µm²] |
|---|---|---|---|
| 2_1_floorplan | 1.55 | 0.521 | 86400 |
| 3_3_place_gp | 1.89 | 0.540 | 94700 |
| 3_5_place_dp | 1.89 | 0.567 | 94700 |
| 4_1_cts | 3.49 | 0.582 | 104000 |
==> logic make-up after synthesis <==
| group | after synthesis | share of synthesized area, % |
|---|---|---|
| adders and majority gates | 10 | 0.145 |
| AOI/OAI and AO/OA | 3414 | 25.2 |
| and+or+nand+nor | 2486 | 12.6 |
| DFF | 1188 | 41.3 |
| buffers and inverters | 1070 | 4.84 |
| muxes | 1309 | 15.9 |
No activity file was given, so power comes from the tool's default toggle rates.
