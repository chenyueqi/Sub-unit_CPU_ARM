==> flow/design.v <==
`timescale 1ns / 1ps
module alu
#(parameter DATA_WIDTH = 32)
(
	input  [(DATA_WIDTH -1):0] a_in, b_in,
	input  [3:0] alu_op,
	input cin,
	output reg   negative , zero , carry , overflow,
	output reg [(DATA_WIDTH -1):0] alu_out
);
	always@(*)
	begin
		case(alu_op)
			4'b0000: 
				alu_out = a_in & b_in;
			4'b0001: 
				alu_out = a_in ^ b_in;
			4'b0010: 
			begin
				{carry , alu_out} = a_in - b_in;
				carry = ~carry;
			end
			4'b0011: 
			begin
				{carry , alu_out} = b_in - a_in;
				carry = ~carry;
			end
			4'b0100: 
				{carry , alu_out} = a_in + b_in;
			4'b0101: 
				{carry , alu_out} = a_in + b_in + cin;
			4'b0110: 
			begin
				{carry , alu_out} = a_in - b_in - (~cin);
				carry = ~carry;
			end
			4'b0111: 
			begin
				{carry , alu_out} = b_in - a_in - (~cin);
				carry = ~carry;
			end
			4'b1000: 
				alu_out = a_in & b_in;
			4'b1001: 
				alu_out = a_in ^ b_in;
			4'b1010: 
			begin
				{carry , alu_out} = a_in - b_in;
				carry = ~carry;
			end
			4'b1011: 
				{carry , alu_out} = a_in + b_in;
			4'b1100: 
				alu_out = a_in | b_in;
			4'b1101: 
				alu_out = b_in;
			4'b1110: 
				alu_out = a_in & (~b_in);
			4'b1111: 
				alu_out = ~(b_in);
		endcase
		zero = (alu_out == 0)? 1 : 0;
		negative = alu_out[31];
		if((alu_op[3:2] == 1) || (alu_op[2:1] == 1))
			overflow = ((~a_in[31])&(~b_in[31])&(alu_out[31]) | (a_in[31]&b_in[31]&(~alu_out[31])));
		if((alu_op[3:2] == 3) || (alu_op[2:1] == 0))
			carry = cin;
	end	
endmodule
==> flow/run.sh <==
#!/bin/bash
# OpenROAD 26Q1-2900-gdf79404cd8, Yosys 0.63+post, stock flow scripts
make -C /OpenROAD-flow-scripts/flow DESIGN_CONFIG=/design/flow/config.mk WORK_HOME=/design/flow/orfs finish
==> flow/config.mk <==
export PLATFORM = sky130hd
export DESIGN_NAME = alu
export DESIGN_NICKNAME = alu
export VERILOG_FILES = /design/flow/design.v
export SDC_FILE = /design/flow/constraint.sdc
export NUM_CORES = 4
export LEC_CHECK = 1
export CORE_UTILIZATION = 30
==> flow/constraint.sdc <==
current_design alu

set clk_period 25.1
set clk_io_pct 0.2

create_clock -name clk0 -period $clk_period

set non_clock_inputs [all_inputs -no_clocks]
set_input_delay [expr $clk_period * $clk_io_pct] -clock clk0 $non_clock_inputs
set_output_delay [expr $clk_period * $clk_io_pct] -clock clk0 [all_outputs]
==> flow_summary_export.csv <==
group,metric,value,unit
route,drtAntennaViolNets,0,
synth,ys_types,96,
die,num_rows,73,
timing,rsz0062_at_grt,"no",
worst_setup_path,critPathKind,"in -> out",
grt,groute.usage.overall,0.325,
synth,synth_area_per_cell,6.57,sq um
grt,grt-ovfl-total,0,
die,dieArea,0.0419,sq mm
final_layout,final_layout_top_logic_cells,"189 x a21oi_1, 133 x ha_1, 132 x nor2_1, 120 x nand2_1, 119 x xnor2_1",
synth,ys_sh_simple,0.300,
timing,fmax,0.0584,GHz
power,ir_drop,9.10,uV
power,powerDensity,29.7,mW/mm^2
timing,untimed_endpoints,3,
timing,unclocked_regs,2,
timing,hold_viol_final,0,
timing,worst_slew_pin_slew,1.20,ns
route,route.detailed.drc,0,
worst_setup_path,worst-path-buf-inv,3,
route,drt_iter0_drc,1852,
die,fp.dieH,205,um
cts,post_cts_buffers,0,
worst_setup_path,worstSetupStartpointType,"input port",
power,switching_share,0.639,
synth,syn_inst,1877,
timing,fin_tns_setup,0,ns
final_layout,areaGrowthSynthToFinish,13.3,%
synth,yosysCellCount,1877,
synth,flop_cell,"dlxtp_1",
synth,yosys_area,0.0123,sq mm
timing,fin_crit_sh,0.682,
job,maxCapViolCount,0,
worst_setup_path,cp.arrival,12.10,ns
timing,period_minus_slack,17.12,ns
job,warnings,128,
worst_setup_path,cp_top_family,"AND-OR/OR-AND gates",
placed_design,dpl.hpwl,55500,um
synth,adder_share,0.140,
route,routed_wl,68500,um
power,power_leakage,5.15,nW
synth,edf_count,0,
route,wl_per_cell,28.0,um
worst_setup_path,max_stage_delay,0.95,ns
timing,finalSetupViolCount,0,
worst_setup_path,slowest_stage,"o32ai_1",
timing,relSlewSlack,0.194,
worst_setup_path,path_depth,16,
synth,xor_area_frac,0.106,
worst_setup_path,crit_path_end_kind,"output pin",
worst_setup_path,critical_path.max_fanout,18,
die,core_area,0.0401,sq mm
die,num_io_pins,105,
final_layout,final_common_cell,"a21oi_1",
placed_design,detailed_place.area,0.0140,sq mm
route,avgViaCountPerCell,6.39,
synth,synth.cell_area,0.0123,sq mm
synth,yosys_warnings,1,
power,p_sw,0.265,mW
timing,maxSlewViolCount,0,
grt,grt_pass1_vias,14400,
grt,antenna_found_initial,0,
synth,numSynthFlops,2,
synth,synth_async_sr_flop_share,0,
route,dr.pass1.iters,8,
cts,cts_resized,0,
final_layout,drive_above_1_share,0.0593,
cts,postCtsHoldBufs,0,
die,initial_core_util,0.307,
power,internal_power,0.149,mW
final_layout,fin_area,0.0140,sq mm
grt,grt_max_degree,50,
worst_hold_path,holdPathStages,4,
worst_setup_path,worstPathCellList,"clkdlybuf4s50_1 -> inv_1 -> ha_1 -> and2_1 -> a221oi_2 -> a211oi_1 -> o32ai_1 -> xnor2_1 -> nor4_1 -> nand4b_1 -> nor4_1 -> xor2_1 -> a2111oi_0 -> o221ai_1 -> nor4_2 -> clkdlybuf4s50_1",
route,vias,15600,
placed_design,io_buffers,105,
grt,grt_pass1_wl,98900,um
die,die_w,205,um
power,total_power,0.414,mW
outcome,outcome,"finished, final reports clean",
synth,yosys.area_share.aoi,0.367,
timing,whs,11.15,ns
placed_design,place_congestion,1.09,
synth,logic_family,"AND-OR/OR-AND gates",
synth,synthMuxAreaShare,0.0118,
worst_hold_path,min-delay-path-class,"in -> out",
worst_setup_path,cp_data_required_time,20.08,ns
==> through the flow <==
step	utilization	instances	worst slack, ns
floorplan	-	1877	11.06
global route	0.348	2447	7.62
global placement	0.348	2447	8.05
finish	0.348	2448	7.98
detailed placement	0.348	2447	8.06
CTS	0.348	2447	8.05
==> cell usage after synthesis, drive strengths merged, types with 45 or more instances <==
| cell | instances | area share |
|---|---|---|
| inv | 101 | 0.031 |
| xnor2 | 119 | 0.085 |
| a21oi | 189 | 0.077 |
| o21ai | 110 | 0.045 |
| ha | 133 | 0.13 |
| nor2b | 48 | 0.025 |
| nor4 | 45 | 0.027 |
| nor2 | 133 | 0.040 |
| clkbuf | 78 | 0.024 |
| nor3 | 77 | 0.032 |
| nand3 | 57 | 0.023 |
| nand2 | 120 | 0.037 |
==> power groups by stage <==
stage	Combinational, mW	Clock, mW	Sequential, mW
CTS	0.403	0	0.000483
global route	0.440	0	0.000501
==> logic make-up after synthesis <==
family | after synthesis
buf+inv | 224
fa+ha+maj | 136
mux | 14
latches | 2
simple gates | 682
compound gates | 669
other cells | 1
xor+xnor | 149
==> layer usage <==
layer  up-vias  GRT usage  share of wire
met4         0      0.145          0.055
met2       983      0.490           0.43
li1       7156          -              -
met3       151     0.0414          0.092
met1      7359      0.461           0.42
met5         -          0              0
==> final timing paths <==
path	start	endpoint
hold / removal	a_in[20]	alu_out[20]
setup / recovery	b_in[4]	zero
==> state kept, by name, summed over array words and instances, names as in the netlist <==
| name | count |
|---|---|
| overflow | 1 |
| carry | 1 |
==> cell type report <==
type | instances | area, sq um
Sequential cell | 2 | 30.0
Tap cell | 525 | 657
Timing Repair Buffer | 159 | 1450
Fill cell | 4332 | 26100
Antenna cell | 1 | 2.50
Inverter | 110 | 413
Multi-Input combinational cell | 1651 | 11400
Power and IR drop assume default switching activity.
